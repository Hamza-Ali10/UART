File: /design/flow/config.mk
export PLATFORM = sky130hd
export DESIGN_NAME = UART
export DESIGN_NICKNAME = UART
export VERILOG_FILES = /design/flow/design.v
export SDC_FILE = /design/flow/constraint.sdc
export NUM_CORES = 4
export LEC_CHECK = 1
export CORE_AREA = 10 10 96 96
export DIE_AREA = 0 0 106 106
File: /design/flow/constraint.sdc
current_design UART

set clk_period 2.4
set clk_io_pct 0.2

create_clock -name clk0 -period $clk_period [get_ports {clk}]

set non_clock_inputs [all_inputs -no_clocks]
set_input_delay [expr $clk_period * $clk_io_pct] -clock clk0 $non_clock_inputs
set_output_delay [expr $clk_period * $clk_io_pct] -clock clk0 [all_outputs]
File: /design/flow/design.v
`timescale 1ns / 1ps
module DMax_RX(
    input Rx,
    input [3:0] sel,
    output reg [9:0] data
    );
    initial begin data = 10'b0; end
    always@(*)
    begin
            case(sel)
                    4'b0000: data[0] = Rx;
                    4'b0001: data[1] = Rx;
                    4'b0010: data[2] = Rx;
                    4'b0011: data[3] = Rx;
                    4'b0100: data[4] = Rx;
                    4'b0101: data[5] = Rx;
                    4'b0110: data[6] = Rx;
                    4'b0111: data[7] = Rx;
                    4'b1000: data[8] = Rx;
                    4'b1001: data[9] = Rx;
                 default: data = 1'b0;   
            endcase
    end
endmodule
`timescale 1ns / 1ps
module Max_TX(
    input start_bit,end_bit,
    input [7:0] data,
    input [3:0] sel,
    output reg Tx
    );
    always@(*)
    begin
            case(sel)
                    4'b0000: Tx = start_bit;
                    4'b0001: Tx = data[0];
                    4'b0010: Tx = data[1];
                    4'b0011: Tx = data[2];
                    4'b0100: Tx = data[3];
                    4'b0101: Tx = data[4];
                    4'b0110: Tx = data[5];
                    4'b0111: Tx = data[6];
                    4'b1000: Tx = data[7];
                    4'b1001: Tx = end_bit;
                 default: Tx =1'b0;    
            endcase
    end
endmodule
`timescale 1ns / 1ps
module UART(
    input clk,
    input reset,
    output [7:0] data
    );
    wire s1;
    UART_TX TX(
    .clk(clk),
    .reset(reset),
    .Tx(s1)
    );
    UART_RX RX(
    .clk(clk),
    .reset(reset),
    .Rx(s1),
    .data(data)
    );
endmodule
`timescale 1ns / 1ps
 module UART_RX(
    input clk,
    input reset,
    input Rx,
    output [7:0] data
    );
    wire [3:0] selection;
    wire [9:0] out;
    wire enable;
    DMax_RX max(
    .Rx(Rx),
    .sel(selection),
    .data(out)
    );
    register R1 ( 
    .clk(clk) , 
    .load(enable) , 
    .reset(reset) , 
    .D( out[8:1] ),
    .Q(data) 
     );
    mod_10counter counter(
    .clk(clk),
    .reset(reset),
    .en(enable),
    .Q(selection)
    );
endmodule
`timescale 1ns / 1ps
module UART_TX(
    input clk,
    input reset,
    output Tx
    );
    wire [7:0] data;
    wire en;
    wire [3:0] selection;
    Max_TX max(
    .start_bit(1'b0),
    .data(data),
    .end_bit(1'b1),
    .sel(selection),
    .Tx(Tx)
    );
    mod_10counter counter10(
    .clk(clk),
    .reset(reset),
    .Q(selection),
    .en(en)
    );
    counter counter8bit(
    .clk(en),
    .reset(reset),
    .Q(data)
    );
endmodule
`timescale 1ns / 1ps
module counter(
    input clk,
    input reset,
    output reg[7:0] Q
    );
    always@(posedge clk , negedge reset )
    begin
        if(!reset)
        Q <= 'b0;
        else
        Q <= Q + 1;     
    end
endmodule
`timescale 1ns / 1ps
module mod_10counter(
    input clk,
    input reset,
    output reg [3:0] Q,
    output en 
    );
     always@(posedge clk , negedge reset )
       begin
           if(!reset)
           Q <= 'b0;
           else if(Q == 9)
           Q <= 'b0;
           else
           Q <= Q + 1;     
       end
      assign en = { Q == 9};
endmodule
`timescale 1ns / 1ps
module register(
   input clk , load , reset ,
   input [7:0] D ,
   output reg [7:0] Q 
    );
    always @ ( negedge clk or negedge reset) begin 
        if (!reset) 
            Q <= 'b0 ;
        else if (load)
            Q <= D ;
        else 
            Q <= Q ;
    end
endmodule
File: /design/flow/run.sh
#!/bin/bash
# OpenROAD 26Q1-2900-gdf79404cd8, Yosys 0.63+post, stock flow scripts
make -C /OpenROAD-flow-scripts/flow DESIGN_CONFIG=/design/flow/config.mk WORK_HOME=/design/flow/orfs finish
==> results_slide.txt <==
Synthesis and Place & Route Summary

Drt
  • Initial drt markers: 20
  • Antenna-violating nets left: 0
  • Vias per std cell: 3.874
  • Vias: 984
  • Inserted Diodes: 0
  • Initial DRT Pass Iterations: 4
  • WL/cell: 9.874 um
  • Final wirelength: 2.508 mm
  • DRC Markers: 0

Finish
  • Fraction of layout cells with a size suffix above 1: 27.74%
  • Post-route cell area: 1734 um^2
  • Fillers: 777
  • Area Overhead vs Synth: 28.10%
  • Layout Utilization: 24.04%

Global routing
  • Vias in the first global route: 966
  • Initial antenna violation count: 0
  • Largest net degree at the start of global routing: 14
  • Total track usage: 4.564%
  • GRT overflow: 0
  • First-pass GRT wire length: 4.402 mm

Place
  • Post-Place Worst Slack: -0.2074 ns
  • RD Place Congestion: 0.8218
  • Area post-placement: 1619 um^2
  • # port buffers: 9
  • Post-detail-place hpwl: 1.817 mm

Yosys
  • EDFF count, synth: 0
  • Count of different cell masters after synthesis: 30
  • Register bit count reported by yosys: 32
  • Cell taking the most area after synthesis: dfrtn_1
  • Number of cells in Yosys stat: 130
  • Top cells by area: dfrtn_1 30%, dfrtp_1 15%, dlxtn_1 8.9%, mux2_2 7.5%, o21ai_0 4.8%
  • Ys async rst share: 75.00%
  • Most frequent cell after synthesis: dfrtn_1
  • Cells after Synth: 130
  • Area leader share: 29.57%
  • Average size of a mapped cell: 10.41 um^2
  • Chip Area, Yosys: 1354 um^2
  • Netlist Area Pre-Place: 1354 um^2
  • Commonest cells post-synth: 16 x dfrtn_1, 13 x o21ai_0, 12 x nand2_1, 9 x mux2_2
  • Main flop type: dfrtn_1
  • YS warnings: 5

Worst hold path
  • Worst hold path type: flip-flop to flip-flop

Job
  • # Max-Cap Violations: 0
  • Tool warnings: 28

Timing
  • Slew HR: 75.96%
  • Setup ws final: -0.1850 ns
  • Final setup viols: 16
  • Endpoints left unconstrained: 16
  • Pins Over Slew Limit: 0
  • Worst-Margin Slew: 0.3596 ns
  • Final TNS setup: -1.736 ns
  • Setup Skew: 0.01855 ns
  • Register pins left without a clock: 16
  • Unrepaired setup endpoints after global routing: yes
  • Final Hold Vio Count: 0

Power and ir drop
  • Int Pwr: 0.0004195 W
  • Worst VDD drop: 0.0001813 V
  • Combinational fraction of design power: 2.2%
  • Flop pwr share: 52.1%
  • LEAKAGE: 0.7727 nW
  • Clk network pwr share: 45.7%
  • Switching power: 0.0001001 W
  • Power per cell area: 299.6 nW/um^2
  • Switching share of power: 19.27%

Clock network
  • Clock latency on the worst-skew pair: 0.26 ns
  • CTS tree: built
  • Clk pin slew, worst setup/hold paths: 0.06 ns
  • CTS Hold Bufs: 0
  • Total CTS buffers: 3
  • H-tree levels: 1
  • CTS Buffer Depth: 2
  • Root Buffer: clkbuf_8

Floorplan
  • # IOs: 10
  • Site row count: 31
  • Core box area: 7214 um^2
  • Pre-Place Util: 18.77%
  • Die Area: 11240 um^2
  • Die W: 106 um
  • Die span in y: 106 um

Outcome
  • Status: finished, violations left
  • Violated checks: negative setup slack

Worst setup path
  • Crit path DRT: 1.31 ns
  • CP max FO: 5
  • Crit. End Element: flip-flop
  • CP Class: flip-flop to flip-flop
  • CP startpoint kind: flip-flop
  • CP arrival: 1.49 ns
registers in the layout, summed over array words and instances (netlist names):
signal            flops
RX.R1.Q               8
RX.max.data           8
TX.counter8bit.Q      8
RX.counter.Q          4
TX.counter10.Q        4
metal layers:
metal	up-vias	wire, um	global-route usage [%]
met1	464	1246	6.272
li1	499	-	-
met5	-	0	0
met2	19	1087	7.200
met4	0	29	0.4836
met3	2	145	1.407
cell families (layout without fill, tap and decap cells):
| logic type | count (synthesis) | count (layout) | synth area share (%) |
|---|---|---|---|
| DFF | 24 | 24 | 44.36 |
| muxes | 12 | 12 | 10.63 |
| xor gates and xnor gates | 8 | 8 | 5.176 |
| adders and majority gates | 1 | 1 | 0.9241 |
| AOI/OAI and AO/OA | 27 | 27 | 12.20 |
| and+or+nand+nor | 35 | 35 | 13.31 |
| latches | 8 | 8 | 8.872 |
| buffers and inverters | 15 | 40 | 4.529 |
critical path, cell delays in order, from the launching register on:
cell     delay (ns)
dfrtp_1        0.38
or2_4          0.26
nor3_4         0.15
buf_6          0.16
mux2_4         0.29
metrics by stage:
step                cells  hold slack [ns]  total power, W
detailed placement    242           0.4555       0.0002878
global route          254           0.4839       0.0005515
finish                254           0.4692       0.0005196
floorplan             130           0.1844       0.0002754
CTS                   249           0.4538       0.0005314
global placement      242           0.4509       0.0002877
final cells by class:
class	instances	area [um^2]	area share, %
Multi-Input combinational cell	83	604.3	34.85
Clock buffer	4	55.05	3.175
Tap cell	99	123.9	7.143
Sequential cell	32	720.7	41.56
Inverter	8	30.03	1.732
Timing Repair Buffer	28	200.2	11.54
timing repair:
action,4_1_cts,5_1_grt
gates cloned,0,0
setup buffers,3,5
setup endpoints to repair,16,16
resized,33,2
cell usage in the layout, fill, tap and decap left out, types with 4 or more instances in the layout:
cell,instances
clkbuf_8,4
dlxtn_1,8
inv_1,8
dfrtp_1,8
buf_4,17
xnor2_1,6
nor2b_1,5
nand2_1,12
nor2_1,5
buf_2,8
mux2_4,8
a31oi_1,7
o21ai_0,13
dfrtn_1,16
nand3_1,6
power groups by stage:
stage | Sequential (W) | Clock, W | Combinational, W
after CTS | 0.000270 | 0.000248 | 0.0000126
after global routing | 0.000270 | 0.000268 | 0.0000139
final | 0.000270 | 0.000237 | 0.0000117
final timing paths:
check | from | slack (ns) | cells after the start | to
worst max-delay path | RX.counter.Q[2]$_DFF_PN0_ | -0.19 | 4 | RX.R1.Q[1]$_DFFE_NN0P_
worst min-delay path | RX.R1.Q[6]$_DFFE_NN0P_ | 0.47 | 1 | RX.R1.Q[6]$_DFFE_NN0P_
worst max register to register | RX.counter.Q[2]$_DFF_PN0_ | -0.19 | 4 | RX.R1.Q[1]$_DFFE_NN0P_
worst min register to register | RX.R1.Q[6]$_DFFE_NN0P_ | 0.47 | 1 | RX.R1.Q[6]$_DFFE_NN0P_
max in group asynchronous | reset | 0.61 | 2 | RX.R1.Q[6]$_DFFE_NN0P_
min in group asynchronous | reset | 0.54 | 2 | RX.counter.Q[2]$_DFF_PN0_
Power and IR drop assume default switching activity.
